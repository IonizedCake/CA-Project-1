===== design/flow/design.v =====
module dcache_data_sram
(
	clk_i,
	addr_i,
	data_i,
	enable_i,
	write_i,
	data_o
);
input				  clk_i;
input	[4:0]		addr_i;
input	[255:0]	data_i;
input				  enable_i;
input				  write_i;
output	[255:0] 	data_o;
reg		[255:0]		memory 			[0:31];	
always@(posedge clk_i) begin
    if(enable_i && write_i) begin
		memory[addr_i]   <= data_i;
	end
end
assign 	data_o = (enable_i) ? memory[addr_i] : 256'b0;
endmodule
module dcache_tag_sram
(
	clk_i,
	addr_i,
	data_i,
	enable_i,
	write_i,
	data_o
);
input				  clk_i;
input	[4:0]		addr_i;
input	[23:0]	data_i;
input				  enable_i;
input				  write_i;
output	[23:0] 		data_o;
reg		[23:0]		memory 			[0:31];	
always@(posedge clk_i) begin
    if(enable_i && write_i) begin
		memory[addr_i]   <= data_i;
	end
end
assign 	data_o = (enable_i) ? memory[addr_i] : 24'b0;
endmodule
module dcache_top
(
	clk_i, 
	rst_i,
	mem_data_i, 
	mem_ack_i, 	
	mem_data_o, 
	mem_addr_o, 	
	mem_enable_o, 
	mem_write_o, 
	p1_data_i, 
	p1_addr_i, 	
	p1_MemRead_i, 
	p1_MemWrite_i, 
	p1_data_o, 
	p1_stall_o
);
input				clk_i; 
input				rst_i;
input	[256-1:0]	  		mem_data_i; 
input				      	mem_ack_i; 
output	[256-1:0]			mem_data_o; 
output	[32-1:0]			mem_addr_o; 	
output				    	mem_enable_o; 
output				    	mem_write_o; 
input	[32-1:0]			p1_data_i; 
input	[32-1:0]			p1_addr_i; 	
input				    	p1_MemRead_i; 
input				    	p1_MemWrite_i; 
output	[32-1:0]			p1_data_o; 
output				  		p1_stall_o; 
wire	[4:0]		  		cache_sram_index;
wire				    	cache_sram_enable;
wire	[23:0]				cache_sram_tag;
wire	[255:0]				cache_sram_data;
wire				    	cache_sram_write;
wire	[23:0]				sram_cache_tag;
wire	[255:0]				sram_cache_data;
wire						sram_valid;
wire						sram_dirty;
parameter 					STATE_IDLE			= 3'h0,
					      	STATE_READMISS		= 3'h1,
					      	STATE_READMISSOK	= 3'h2,
					      	STATE_WRITEBACK		= 3'h3,
					      	STATE_MISS			= 3'h4;
reg		[2:0]				state;
reg					  		mem_enable;
reg					  		mem_write;
reg					  		cache_we;
wire				  		cache_dirty;
reg					  		write_back;
wire	[4:0]		  		p1_offset;
wire	[4:0]		  		p1_index;
wire	[21:0]				p1_tag;
wire	[255:0]				r_hit_data;
wire	[21:0]				sram_tag;
wire				    	hit;
reg		[255:0]				w_hit_data;
wire				    	write_hit;
wire				    	p1_req;
reg		[31:0]				p1_data;
assign 	p1_req     = p1_MemRead_i | p1_MemWrite_i;
assign	p1_offset  = p1_addr_i[4:0];
assign	p1_index   = p1_addr_i[9:5];
assign	p1_tag     = p1_addr_i[31:10];
assign	p1_stall_o = ~hit & p1_req;
assign	p1_data_o  = p1_data; 
assign	sram_valid = sram_cache_tag[23];
assign	sram_dirty = sram_cache_tag[22];
assign	sram_tag   = sram_cache_tag[21:0];
assign	cache_sram_index  = p1_index;
assign	cache_sram_enable = p1_req;
assign	cache_sram_write  = cache_we | write_hit;
assign	cache_sram_tag    = {1'b1, cache_dirty, p1_tag};	
assign	cache_sram_data   = (hit) ? w_hit_data : mem_data_i;
assign	mem_enable_o = mem_enable;
assign	mem_addr_o   = (write_back) ? {sram_tag, p1_index, 5'b0} : {p1_tag, p1_index, 5'b0};
assign	mem_data_o   = sram_cache_data;
assign	mem_write_o  = mem_write;
assign	write_hit    = hit & p1_MemWrite_i;
assign	cache_dirty  = write_hit;
assign	hit= ((sram_tag==p1_tag) & sram_valid) ? 1'b1 : 1'b0;
assign  r_hit_data=hit ? sram_cache_data : 256'b0;
always@(p1_offset or r_hit_data) begin
	case(p1_offset>>2)
		0:p1_data=r_hit_data[31:0];
		1:p1_data=r_hit_data[63:32];
		2:p1_data=r_hit_data[95:64];
		3:p1_data=r_hit_data[127:96];
		4:p1_data=r_hit_data[159:128];
		5:p1_data=r_hit_data[191:160];
		6:p1_data=r_hit_data[223:192];
		7:p1_data=r_hit_data[255:224];
		default:p1_data=32'b0;
	endcase
end
always@(p1_offset or r_hit_data or p1_data_i) begin
	case(p1_offset>>2)
		0:w_hit_data={r_hit_data[255:32],p1_data_i};
		1:w_hit_data={r_hit_data[255:64],p1_data_i,r_hit_data[31:0]};
		2:w_hit_data={r_hit_data[255:96],p1_data_i,r_hit_data[63:0]};
		3:w_hit_data={r_hit_data[255:128],p1_data_i,r_hit_data[95:0]};
		4:w_hit_data={r_hit_data[255:160],p1_data_i,r_hit_data[127:0]};
		5:w_hit_data={r_hit_data[255:192],p1_data_i,r_hit_data[159:0]};
		6:w_hit_data={r_hit_data[255:224],p1_data_i,r_hit_data[191:0]};
		7:w_hit_data={p1_data_i,r_hit_data[223:0]};
		default:w_hit_data=256'b0;
	endcase
end
always@(posedge clk_i or negedge rst_i) begin
	if(~rst_i) begin
		state      <= STATE_IDLE;
		mem_enable <= 1'b0;
		mem_write  <= 1'b0;
		cache_we   <= 1'b0; 
		write_back <= 1'b0;
	end
	else begin
		case(state)		
			STATE_IDLE: begin
				if(p1_req && !hit) begin	 
					state <= STATE_MISS;
				end
				else begin
					state <= STATE_IDLE;
				end
			end
			STATE_MISS: begin
				if(sram_dirty) begin		 
					mem_enable <= 1'b1;
					mem_write <= 1'b1;
					write_back <= 1'b1;
					state <= STATE_WRITEBACK;
				end
				else begin					 
					mem_enable <= 1'b1;
					mem_write <= 1'b0;
					state <= STATE_READMISS;
				end
			end
			STATE_READMISS: begin
				if(mem_ack_i) begin			 
					cache_we <= 1'b1;
					mem_enable <= 1'b0;
					state <= STATE_READMISSOK;
				end
				else begin
					state <= STATE_READMISS;
				end
			end
			STATE_READMISSOK: begin			 
					cache_we <= 1'b0;
				state <= STATE_IDLE;
			end
			STATE_WRITEBACK: begin
				if(mem_ack_i) begin			 
					mem_write <= 1'b0;
					write_back <= 1'b0;
					state <= STATE_READMISS;
				end
				else begin
					state <= STATE_WRITEBACK;
				end
			end
		endcase
	end
end
dcache_tag_sram dcache_tag_sram
(
	.clk_i(clk_i),
	.addr_i(cache_sram_index),
	.data_i(cache_sram_tag),
	.enable_i(cache_sram_enable),
	.write_i(cache_sram_write),
	.data_o(sram_cache_tag)
);
dcache_data_sram dcache_data_sram
(
	.clk_i(clk_i),
	.addr_i(cache_sram_index),
	.data_i(cache_sram_data),
	.enable_i(cache_sram_enable),
	.write_i(cache_sram_write),
	.data_o(sram_cache_data)
);
endmodule

===== design/flow/constraint.sdc =====
current_design dcache_top

set clk_period 203.7
set clk_io_pct 0.2

create_clock -name clk0 -period $clk_period [get_ports {clk_i}]

set non_clock_inputs [all_inputs -no_clocks]
set_input_delay [expr $clk_period * $clk_io_pct] -clock clk0 $non_clock_inputs
set_output_delay [expr $clk_period * $clk_io_pct] -clock clk0 [all_outputs]

===== design/flow/run.sh =====
#!/bin/bash
# OpenROAD 26Q1-2900-gdf79404cd8, Yosys 0.63+post, stock flow scripts
make -C /OpenROAD-flow-scripts/flow DESIGN_CONFIG=/design/flow/config.mk WORK_HOME=/design/flow/orfs finish

===== design/flow/config.mk =====
export PLATFORM = sky130hd
export DESIGN_NAME = dcache_top
export DESIGN_NICKNAME = dcache_top
export VERILOG_FILES = /design/flow/design.v
export SDC_FILE = /design/flow/constraint.sdc
export NUM_CORES = 4
export LEC_CHECK = 1
export CORE_UTILIZATION = 30
export SYNTH_MEMORY_MAX_BITS = 65536

==> qor.csv <==
metric;value;unit
outcome;completed;
worst slew margin relative to its limit;0.140;
reported max-cap violation count;0;
GR Layer Usage met1;0.193;
crit-path max FO;77;
number of buffers created by CTS;839;
port buffer count;640;
warnings from Yosys;3;
total routing resource utilization after global routing;0.224;
Pins Over Slew Limit;0;
clock skew;0.121;ns
post-layout worst setup margin;112.98;ns
power after layout;3.87;mW
number of H-tree levels;6;
root buffer cell;sky130_fd_sc_hd__clkbuf_16;
number of design rule violations left after detail routing;0;
Routed Antenna Nets;0;
CP Capture Type;output port;
CTS Hold Bufs;0;
fraction of registers with async set or reset after synthesis;0.00101;
Final Hold Violating Endpoints;0;
TritonCTS sink count;8937;
pin count of the biggest net entering global routing;78;
minimum clock period after layout;90.72;ns
vias in the first global route;188000;
share of the synthesized area in the top cell type;0.782;
Clock Tree Buf Depth;5;
number of enable flip-flop cells;8928;
yosys-reported design area after synthesis;343000;um2
count of warning messages emitted by the tools;29;
Core Area;1140000;um2
final weighted congestion in routability-driven placement;0.892;
Design Area, Final;400000;um2
CP arrival;49.98;ns
worst slack after detailed placement;112.88;ns
placed cell area;373000;um2
Most used DFF post-synth;sky130_fd_sc_hd__edfxtp_1;
Total Wirelength;1210;mm
number of different library cells in the post-synthesis netlist;52;
number of placement rows;392;
Synthesized registers;8937;
endpoints failing setup;0;
fraction of the core area covered by cells at the end of the flow;0.351;
Peak VDD IR;0.00829;mV
half-perimeter wire length after placement;739;mm
per-instance average area after synthesis;23.0;um2
core utilization before placement;0.301;
clock tree from TritonCTS;built;
Post-Synthesis Cells;14900;
CP startpoint kind;input pin;
data required time at the worst endpoint;162.96;ns
leading area contributor after synthesis;sky130_fd_sc_hd__edfxtp_1;
total die size;1150000;um2
slew at the pin closest to its max-slew limit;1.28;ns
number of antenna violations at the first check in global routing;135;
global-route met2 utilization;0.307;
RSZ-0062 raised after global routing;false;
Static Leak;124;nW
start-to-end type of the worst setup path;in -> out;
accumulated negative setup slack;0;ns
sequential share of the synthesized area;0.782;
cell area after technology mapping;343000;um2
area added between synthesis and finish;16.7;%
total power density per cell area;9.68;nW/um2
most heavily used metal layer in global routing;met2;
Min Hold Slack;0.489;ns
average via count per standard cell;5.33;
filler cell count;103000;
number of standard cells in the layout, taps in and fillers out;32500;
final clock period utilization by the worst path;0.445;
first-pass iteration count of the detailed router;5;
path class of the lowest-slack min-delay path;reg -> reg;
I/O pins;648;
total number of vias;173000;
final global-route overflow total;0;
cell count in the Yosys report;14900;
wire length of the first global-routing pass;1620;mm
count of cells resized by post-cts repair;0;
DIE HEIGHT;1.07;mm
cell count after placement;30800;
register clock-pin slew on the reported worst setup and hold paths;0.05;ns
share of cells above drive strength 1;0.283;
highest clock rate;11.0;MHz
clock latency of the later-clocked register in the worst-skew pair;1.15;ns
met3 Resource Use GR;0.244;
most area-consuming cells after synthesis;sky130_fd_sc_hd__edfxtp_1 78%, sky130_fd_sc_hd__mux4_2 14%, sky130_fd_sc_hd__a22oi_1 1.3%;
first-iteration detailed-routing DRC count;12600;
wire length per cell;37.1;um
die width;1.07;mm
buffers inserted during post-CTS setup optimization;0;
[layout by cell type, fill, tap and decap left out, types with 34 or more instances in the layout]
cell type                         count
sky130_fd_sc_hd__buf_12              39
sky130_fd_sc_hd__clkdlybuf4s50_1    606
sky130_fd_sc_hd__nand2_1            392
sky130_fd_sc_hd__edfxtp_1          8928
sky130_fd_sc_hd__mux4_2            2072
sky130_fd_sc_hd__a31oi_1            202
sky130_fd_sc_hd__o22ai_1            160
sky130_fd_sc_hd__mux2i_1            321
sky130_fd_sc_hd__nor2_1              67
sky130_fd_sc_hd__clkbuf_1           179
sky130_fd_sc_hd__mux2_2             166
sky130_fd_sc_hd__buf_4             1019
sky130_fd_sc_hd__mux2_4             240
sky130_fd_sc_hd__diode_2            202
sky130_fd_sc_hd__a22oi_1            575
sky130_fd_sc_hd__clkinv_1           215
sky130_fd_sc_hd__a22o_1             291
sky130_fd_sc_hd__a221oi_1           282
sky130_fd_sc_hd__clkbuf_16          850
sky130_fd_sc_hd__nor3_2              34
sky130_fd_sc_hd__a31oi_2             95
sky130_fd_sc_hd__bufinv_16           64
sky130_fd_sc_hd__clkinv_2           141
[worst paths after layout]
| check | endpoint | slack (ns) | start | cells past startpoint |
|---|---|---|---|---|
| min reg2reg | cache_we | 0.49 | state[2] | 1 |
| max | p1_data_o[19] | 112.98 | p1_addr_i[6] | 17 |
| min | cache_we | 0.49 | state[2] | 1 |
| max in group asynchronous | state[0] | 163.39 | rst_i | 1 |
| min in group asynchronous | state[1] | 39.99 | rst_i | 1 |
| max reg2reg | dcache_data_sram.memory[7][57] | 196.09 | dcache_tag_sram.memory[14][16] | 16 |
[power by group]
part	total [mW]	switching [mW]	internal, mW
combinational	0.285	0.191	0.0935
sequential	2.06	0.00517	2.05
clock	1.53	0.688	0.846
total	3.87	0.884	2.99
[kinds of logic after synthesis]
kind of cell    after synthesis  share of synthesized area
xor+xnor                     22                   0.000562
simple gates                562                    0.00706
other cells                   1                  0.0000109
flops                      8937                      0.782
mux                        2799                      0.161
buf+inv                     921                     0.0122
compound gates             1645                     0.0365
[sequential cells by signal, summed over array words and instances (netlist names)]
signal and flops:
mem_enable 1, write_back 1, mem_write 1, dcache_tag_sram.memory 736, state 5, dcache_data_sram.memory 8192, cache_we 1
[layout make-up]
type / count / area [um2] / area share
Timing Repair Buffer: 1675 / 14600 / 0.0365
Tap cell: 15200 / 19000 / 0.0474
Inverter: 4 / 15.0 / 0.0000375
Multi-Input combinational cell: 5033 / 71500 / 0.179
Antenna cell: 202 / 505 / 0.00126
Clock buffer: 1029 / 21900 / 0.0548
Clock inverter: 490 / 4370 / 0.0109
Sequential cell: 8937 / 268000 / 0.670
[synthesized netlist by cell type (all sizes together), types with 2 or more instances]
| master | instances |
|---|---|
| a21oi | 2 |
| a221oi | 291 |
| a22o | 291 |
| a22oi | 582 |
| a31oi | 299 |
| a41oi | 12 |
| and2 | 4 |
| and3 | 3 |
| and3b | 4 |
| buf | 416 |
| clkbuf | 501 |
| dfrtp | 8 |
| edfxtp | 8928 |
| inv | 4 |
| mux2 | 406 |
| mux2i | 321 |
| mux4 | 2072 |
| nand2 | 393 |
| nand2b | 3 |
| nand3 | 4 |
| nand3b | 4 |
| nand4 | 6 |
| nand4b | 4 |
| nand4bb | 6 |
| nor2 | 70 |
| nor3 | 35 |
| nor3b | 5 |
| nor4 | 9 |
| o21ai | 3 |
| o22ai | 160 |
| or2 | 4 |
| or3b | 2 |
| or4b | 4 |
| xnor2 | 20 |
| xor2 | 2 |
[per-layer routing]
metal  share of wire  vias up
met5          0.0078        -
met4           0.061      182
met3            0.24     2379
met2            0.43    15800
met1            0.26    87000
li1                -    68000
[worst max-delay path, stage by stage]
cell and delay [ns]:
sky130_fd_sc_hd__buf_16 0.30, sky130_fd_sc_hd__buf_4 0.70, sky130_fd_sc_hd__buf_4 0.76, sky130_fd_sc_hd__buf_4 0.68
sky130_fd_sc_hd__buf_4 0.55, sky130_fd_sc_hd__buf_4 0.63, sky130_fd_sc_hd__buf_4 0.65, sky130_fd_sc_hd__buf_4 0.63
sky130_fd_sc_hd__buf_4 0.66, sky130_fd_sc_hd__mux4_2 0.34, sky130_fd_sc_hd__a22o_1 0.13, sky130_fd_sc_hd__a221oi_1 0.07
sky130_fd_sc_hd__a31oi_2 0.65, sky130_fd_sc_hd__buf_4 0.38, sky130_fd_sc_hd__a22oi_1 0.15, sky130_fd_sc_hd__a31oi_1 0.84
sky130_fd_sc_hd__clkdlybuf4s50_1 0.64
Power is estimated from default activity; no workload was simulated.
